## flow/run.sh

```bash
#!/bin/bash
# OpenROAD 26Q1-2900-gdf79404cd8, Yosys 0.63+post, stock flow scripts
make -C /OpenROAD-flow-scripts/flow DESIGN_CONFIG=/design/flow/config.mk WORK_HOME=/design/flow/orfs finish
```

## flow/config.mk

```make
export PLATFORM = sky130hd
export DESIGN_NAME = circuit
export DESIGN_NICKNAME = circuit
export VERILOG_FILES = /design/flow/design.v
export SDC_FILE = /design/flow/constraint.sdc
export NUM_CORES = 4
export LEC_CHECK = 1
export CORE_AREA = 10 10 109 109
export DIE_AREA = 0 0 119 119
```

## flow/constraint.sdc

```tcl
current_design circuit

set clk_period 2.7
set clk_io_pct 0.2

create_clock -name clk0 -period $clk_period [get_ports {clk}]

set non_clock_inputs [all_inputs -no_clocks]
set_input_delay [expr $clk_period * $clk_io_pct] -clock clk0 $non_clock_inputs
set_output_delay [expr $clk_period * $clk_io_pct] -clock clk0 [all_outputs]
```

## flow/design.v

```verilog
module SDES(input [7:0] nonce, input [9:0] key,output [7:0] rn);
  reg [8:0]nonceinv, IP,EP_1,key_1,key_2,epxork_1,EP_2,epxork_2,IP_inv,finalsum;
  reg [9:0] keyinv;
  reg [3:0] nonce_r, nonce_l, aftersbox_1,aftersbox_2, P4,round2inp,P4_2,noncerxorp4;
  reg [1:0] s0_1,s1_1,s0_2,s1_2;
  always @ (*) begin
    keyinv = ~key;
    key_1 = {keyinv[9],keyinv[3],keyinv[1],keyinv[6],keyinv[2],keyinv[7],keyinv[0],keyinv[4]};
    key_2 = {keyinv[2],keyinv[7],keyinv[4],keyinv[5],keyinv[0],keyinv[8],keyinv[1],keyinv[9]};
    nonceinv = ~nonce;
    IP = {nonceinv[6], nonceinv[2], nonceinv[5], nonceinv[7],nonceinv[4], nonceinv[0], nonceinv[3], nonceinv[1]};
    nonce_r = IP[3:0];
    nonce_l = IP[7:4];
    EP_1 =  {nonce_r[0], nonce_r[3], nonce_r[2], nonce_r[1], nonce_r[2], nonce_r[1], nonce_r[0], nonce_r[3]};
    epxork_1 = key_1 ^ EP_1;
    case (epxork_1[7:4])     
      4'b0000	:  s0_1 = 2'b01;
      4'b0001	:  s0_1 = 2'b11;
      4'b0010	:  s0_1 = 2'b00;
      4'b0011	:  s0_1 = 2'b10;
      4'b0100	:  s0_1 = 2'b11;
      4'b0101	:  s0_1 = 2'b01;
      4'b0110	:  s0_1 = 2'b10;
      4'b0111	:  s0_1 = 2'b00;
      4'b1000	:  s0_1 = 2'b00;
      4'b1001	:  s0_1 = 2'b11;
      4'b1010	:  s0_1 = 2'b10;
      4'b1011	:  s0_1 = 2'b01;
      4'b1100	:  s0_1 = 2'b01;
      4'b1101	:  s0_1 = 2'b11;
      4'b1110	:  s0_1 = 2'b11;
      4'b1111	:  s0_1 = 2'b10;
     endcase 
     case (epxork_1[3:0])
      4'b0000 : s1_1 = 2'b00;
      4'b0001 : s1_1 = 2'b10;
      4'b0010 : s1_1 = 2'b01;
      4'b0011 : s1_1 = 2'b00;
      4'b0100 : s1_1 = 2'b10;
      4'b0101 : s1_1 = 2'b01;
      4'b0110 : s1_1 = 2'b11;
      4'b0111 : s1_1 = 2'b11;
      4'b1000 : s1_1 = 2'b11;
      4'b1001 : s1_1 = 2'b10;
      4'b1010 : s1_1 = 2'b00;
      4'b1011 : s1_1 = 2'b01;
      4'b1100 : s1_1 = 2'b01;
      4'b1101 : s1_1 = 2'b00;
      4'b1110 : s1_1 = 2'b00;
      4'b1111 : s1_1 = 2'b11;
		endcase 
    aftersbox_1 = {s0_1,s1_1};
    P4 = {aftersbox_1[2],
          aftersbox_1[0],
          aftersbox_1[1],
          aftersbox_1[3]}; 
    round2inp = nonce_l ^ P4;
    EP_2 =  {round2inp[0],
             round2inp[3],
             round2inp[2],
             round2inp[1],
             round2inp[2],
             round2inp[1],
             round2inp[0],
             round2inp[3]};
    epxork_2 = EP_2 ^ key_2;
    case (epxork_2[7:4])     
      4'b0000	:  s0_2 = 2'b01;
      4'b0001	:  s0_2 = 2'b11;
      4'b0010	:  s0_2 = 2'b00;
      4'b0011	:  s0_2 = 2'b10;
      4'b0100	:  s0_2 = 2'b11;
      4'b0101	:  s0_2 = 2'b01;
      4'b0110	:  s0_2 = 2'b10;
      4'b0111	:  s0_2 = 2'b00;
      4'b1000	:  s0_2 = 2'b00;
      4'b1001	:  s0_2 = 2'b11;
      4'b1010	:  s0_2 = 2'b10;
      4'b1011	:  s0_2 = 2'b01;
      4'b1100	:  s0_2 = 2'b01;
      4'b1101	:  s0_2 = 2'b11;
      4'b1110	:  s0_2 = 2'b11;
      4'b1111	:  s0_2 = 2'b10;
     endcase 
    case (epxork_2[3:0])
      4'b0000 : s1_2 = 2'b00;
      4'b0001 : s1_2 = 2'b10;
      4'b0010 : s1_2 = 2'b01;
      4'b0011 : s1_2 = 2'b00;
      4'b0100 : s1_2 = 2'b10;
      4'b0101 : s1_2 = 2'b01;
      4'b0110 : s1_2 = 2'b11;
      4'b0111 : s1_2 = 2'b11;
      4'b1000 : s1_2 = 2'b11;
      4'b1001 : s1_2 = 2'b10;
      4'b1010 : s1_2 = 2'b00;
      4'b1011 : s1_2 = 2'b01;
      4'b1100 : s1_2 = 2'b01;
      4'b1101 : s1_2 = 2'b00;
      4'b1110 : s1_2 = 2'b00;
      4'b1111 : s1_2 = 2'b11;
		endcase 
    aftersbox_2 = {s0_2,s1_2};
    P4_2 = {aftersbox_2[2],
            aftersbox_2[0],
            aftersbox_2[1],
            aftersbox_2[3]}; 
    noncerxorp4 = nonce_r ^ P4_2;
    finalsum = {noncerxorp4,round2inp} ;
    IP_inv ={finalsum[4],
             finalsum[7],
             finalsum[5],
             finalsum[3],
             finalsum[1],
             finalsum[6],
             finalsum[0],
             finalsum[2]};
  end
  assign    rn = ~IP_inv;
endmodule 
module circuit(
  input clk,
  input rst,
  input [7:0] nonce,
  input [7:0] plaintext,
  input [9:0] key,
  output reg [7:0] ciphertext
);
  reg [7:0] nonce_reg, plaintext_reg, plaintext_reg_delayed, sdes_output_reg;
  wire [7:0] sdes_output_wire;
  SDES sdes_inst(nonce_reg, key, sdes_output_wire);
  assign ciphertext = sdes_output_reg ^ plaintext_reg_delayed;
  always @(posedge clk, posedge rst) begin
    if (rst) begin
      nonce_reg <= 8'b0;
      plaintext_reg <= 8'b0;
      plaintext_reg_delayed <= 8'b0;
      sdes_output_reg <= 8'b0;
    end else begin
      plaintext_reg <= plaintext;
      plaintext_reg_delayed <= plaintext_reg;
      sdes_output_reg <= sdes_output_wire;
      if (|sdes_output_reg == 1'b1) begin
        nonce_reg <= sdes_output_reg;
      end else begin
        nonce_reg <= nonce;
      end
    end
  end
endmodule
```

==> impl_metrics.toml <==
# yosys + openroad results
[worst_setup_path]
reg2reg_setup_slack_ns = -0.02
startpoint_type_of_the_worst_setup_path = "input port"
critical_path_arrival_ns = 2.91
cp_cell_sequence = "clkdlybuf4s15_1 -> xnor2_2 -> buf_4 -> ha_4 -> inv_2 -> mux2i_2 -> mux2i_2 -> xnor3_2 -> inv_2 -> ha_4 -> a311oi_2 -> o32ai_2 -> a21oi_1 -> a22oi_2 -> xnor2_1"
worstPathBufferInverterCount = 4
cp.required_ns = 2.87
worstPathMaxFanout = 4
critical_path.reg2reg.startpoint = "nonce_reg[3]"
cp_slowest_cell = "sky130_fd_sc_hd__xnor3_2"
worst_r2r_path_depth = 14
crit_type = "in2reg"
worstSetupEndpointType = "flop"
cpLargestDelayFamily = "AND-OR/OR-AND gates"
crit-reg2reg-capture = "sdes_output_reg[5]"
timing.critical_path.slowest_cell_delay_ns = 0.30

[min_path]
hp-start = "plaintext_reg[5]"
worst_hold_path.num_cells = 0
hold_path_class = "reg2reg"
min_delay_worst_endpoint = "plaintext_reg_delayed[5]"

[clock_network]
cts_tree = "done"
clock_tree.buffer_depth = 2
clkLatencyLatePin_ns = 0.28
worst_setup_hold_path_clk_slew_ns = 0.07
cts_inserted_buffers = 5
holdBufCountCts = 0
ctsHtreeMaxLevel = 2
cts_num_sinks = 32
cts-root-buf = "sky130_fd_sc_hd__clkbuf_8"

[power]
leakagePower_nw = 1.32
vdd.ir_drop.worst_uv = 648
power.density_cell_area_nw_per_um2 = 1630

[routing]
initialDrtViolationCount = 21
antennaDiodeCount = 0
remaining_drc_errors = 0
vias = 1257
drt_wl_total_um = 4230
detailedRoute.firstPassIterationCount = 4
detail_route.wl_per_cell_um = 11.8
avgViaCountPerCell = 3.49
ant_nets = 0

[logic_synthesis]
enable_flop_cells = 0
yosys.cell_types.count = 37
synth.top_cells.by_area = "sky130_fd_sc_hd__dfrtp_1, sky130_fd_sc_hd__xor2_1, sky130_fd_sc_hd__xnor3_1, sky130_fd_sc_hd__ha_1, sky130_fd_sc_hd__mux2i_1"
synth_top_flop_cell = "sky130_fd_sc_hd__dfrtp_1"
synth-warning-count = 3
yosysTopAreaCellShare = 0.445
mean_instance_size_in_the_synthesized_netlist_um2 = 12.5
syn_area_um2 = 1800
largest_area_cell = "sky130_fd_sc_hd__dfrtp_1"
synth.yosys.seq_area_share = 0.445
syn_inst = 144
yosys_register_bits = 32
ys_async_sr_fraction = 1.00
synth.most_common_cell = "sky130_fd_sc_hd__dfrtp_1"
post_synth_most_frequent_cells = "sky130_fd_sc_hd__dfrtp_1, sky130_fd_sc_hd__xor2_1, sky130_fd_sc_hd__inv_1, sky130_fd_sc_hd__mux2i_1, sky130_fd_sc_hd__xnor2_1"
synth.yosys.chip_area_um2 = 1800
yosysCellCount = 144

[floorplanning]
floorplan_utilization = 0.187
die_h_um = 119
dieWidth_um = 119
io_pins = 36
die_area_um2 = 14200
num_rows = 36
core_region_area_um2 = 9640

[global_route]
overflow = 0
first_global_vias = 1324
number_of_antenna_violations_at_the_first_check_in_global_routing = 0
grt_max_degree = 33
first_pass_grt_wire_length_um = 7000
gr-usage-all-layers = 0.0604

[place]
placed_cells_incl_taps = 343
portbufs = 35
gp_routability_congestion = 0.776
hpwlAfterDp_um = 3250

[run_status]
failed_checks = "setup timing"
status = "complete, but fails checks"

[sta]
layout_worst_path_cycle_share = 1.01
final_setup_violation_count = 1
fin_crit_ns = 2.74
max_clock_freq_mhz = 365
hold_viol_final = 0
timing.clock.skew_ns = 0.00764
final_critical_path_setup_slack_ns = -0.0398
worstMarginPinSlew_ns = 0.533
timing.slew.headroom = 0.643
fin_hold_ws_ns = 0.349
finalMaxSlewViolations = 0
rsz0062_at_grt = "true"

[flow_run]
max-cap-violations = 0
warning_count = 30

[finish]
post_route_cells_drive_above_1_share = 0.366
instances_no_fill = 360
area_delta_synth_final_pct = 56.7
## layer usage
metal,GRT usage,part of all wire,vias to the layer above
li1,-,-,645
met1,0.0928,0.52,574
met2,0.0851,0.42,34
met3,0.0182,0.056,4
met4,0.00458,0.0080,0
met5,0,0,-
## placed cells by master (no fill, tap or decap), drive strengths merged, types with 2 or more instances in the layout
cell | synthesis | final
buf | 3 | 44
dfrtp | 32 | 32
clkdlybuf4s50 | 0 | 28
xor2 | 17 | 17
xnor2 | 12 | 12
inv | 11 | 11
mux2i | 10 | 10
a21o | 8 | 8
ha | 8 | 8
clkbuf | 0 | 6
nor2 | 6 | 6
xnor3 | 5 | 5
o21ai | 4 | 4
nor2b | 3 | 3
a21oi | 3 | 3
or2 | 2 | 2
nand2 | 2 | 2
and2 | 2 | 2
or4 | 2 | 2
clkinvlp | 0 | 2
dlygate4sd2 | 0 | 2
dlymetal6s2s | 0 | 2
clkdlybuf4s15 | 0 | 2
mux2 | 2 | 2
## how the worst max path moves through the flow
stage           startpoint                  to  depth (start not counted)  slack, ns
global route  nonce_reg[0]  sdes_output_reg[5]                         15      -0.14
CTS           nonce_reg[0]  sdes_output_reg[5]                         14     0.0002
finish              key[6]  sdes_output_reg[5]                         15      -0.04
## per-stage QoR
stage / util / total power, W / area, um2 / setup slack, ns / TNS [ns]
finish: 0.293 / 0.00461 / 2820 / -0.0398 / -0.0398
global route: 0.293 / 0.00500 / 2820 / -0.141 / -0.141
CTS: 0.280 / 0.00433 / 2700 / 0.000178 / 0
detailed placement: 0.264 / 0.00367 / 2540 / -0.706 / -2.10
global placement: 0.264 / 0.00369 / 2540 / -0.682 / -2.16
floorplan: - / 0.00259 / 1800 / 0.0462 / 0
## layout make-up
type	count	area (um2)
timing repair buffer	78	671
clock buffer	6	82.6
inverter	11	41.3
fill	997	6820
clock inverter	2	15.0
multi-input combinational	98	1040
tap	133	166
sequential	32	801
## power breakdown
group          switching, W  internal (W)
Clock              0.000171      0.000206
Sequential         0.000160      0.000648
Combinational       0.00143       0.00200
## worst register-to-register path: stages, from the launching register on
cell and delay, ns:
sky130_fd_sc_hd__dfrtp_1 0.43, sky130_fd_sc_hd__xnor2_2 0.16, sky130_fd_sc_hd__buf_4 0.15, sky130_fd_sc_hd__ha_4 0.25
sky130_fd_sc_hd__inv_2 0.03, sky130_fd_sc_hd__mux2i_2 0.20, sky130_fd_sc_hd__mux2i_2 0.12, sky130_fd_sc_hd__xnor3_2 0.30
sky130_fd_sc_hd__inv_2 0.07, sky130_fd_sc_hd__ha_4 0.17, sky130_fd_sc_hd__a311oi_2 0.22, sky130_fd_sc_hd__o32ai_2 0.11
sky130_fd_sc_hd__a21oi_1 0.19, sky130_fd_sc_hd__a22oi_2 0.08, sky130_fd_sc_hd__xnor2_1 0.13
## timing repair
action,CTS,global route
setup buffers,5,4
endpoints found under the setup margin,4,3
pin swaps,16,16
resized,17,21
## cell families (layout without fill, tap and decap cells)
| group | count (synthesis) | count (layout) | synth area share |
|---|---|---|---|
| simple gates | 21 | 21 | 0.0660 |
| buf+inv | 14 | 97 | 0.0396 |
| compound gates | 22 | 22 | 0.0938 |
| mux | 12 | 12 | 0.0702 |
| flops | 32 | 32 | 0.445 |
| xor+xnor | 35 | 35 | 0.230 |
| fa+ha+maj | 8 | 8 | 0.0556 |
Power and IR drop assume default switching activity.
